File: flow/run.sh
#!/bin/bash
# OpenROAD 26Q1-2900-gdf79404cd8, Yosys 0.63+post, stock flow scripts
make -C /OpenROAD-flow-scripts/flow DESIGN_CONFIG=/design/flow/config.mk WORK_HOME=/design/flow/orfs finish
File: flow/config.mk
export PLATFORM = sky130hd
export DESIGN_NAME = rgb2yuv
export DESIGN_NICKNAME = rgb2yuv
export VERILOG_FILES = /design/flow/design.v
export SDC_FILE = /design/flow/constraint.sdc
export NUM_CORES = 4
export LEC_CHECK = 1
export CORE_UTILIZATION = 40
File: flow/design.v
module rgb2yuv(
    clk             ,  
    rstn            ,  
    pixel_data_in   ,  
    pixel_in_valid  ,  
    pixel_data_out  ,  
    pixel_out_valid    
    );
  input         clk             ;  
  input         rstn            ;  
  input  [23:0] pixel_data_in   ;  
  input         pixel_in_valid  ;  
  output [23:0] pixel_data_out  ;  
  output        pixel_out_valid ;  
  reg           pixel_out_valid ;
  wire   [7:0]  r_in    ;
  wire   [7:0]  g_in    ;
  wire   [7:0]  b_in    ;
  wire   [19:0] y_tmp   ;
  wire   [19:0] u_tmp   ;
  wire   [19:0] v_tmp   ;
  reg    [7:0]  y_clip  ;
  reg    [7:0]  u_clip  ;
  reg    [7:0]  v_clip  ;
  assign r_in = pixel_data_in[23:16];
  assign g_in = pixel_data_in[15:8] ;
  assign b_in = pixel_data_in[7:0]  ;
  assign y_tmp = ( 218 * $signed({1'b0, r_in}) + 732 * $signed({1'b0, g_in}) +  74 * $signed({1'b0, b_in}));
  assign u_tmp = (-117 * $signed({1'b0, r_in}) - 395 * $signed({1'b0, g_in}) + 512 * $signed({1'b0, b_in})) + 131072;
  assign v_tmp = ( 512 * $signed({1'b0, r_in}) - 465 * $signed({1'b0, g_in}) -  47 * $signed({1'b0, b_in})) + 131072;
  always @(posedge clk or negedge rstn) begin
      if (~rstn) begin
          y_clip <= #1 8'h0;
      end
      else if (pixel_in_valid) begin
          y_clip <= #1 (y_tmp[19])          ? 0           :
                         (y_tmp[18:10] > 255) ? 255         :
                                                y_tmp[17:10];
      end
  end
  always @(posedge clk or negedge rstn) begin
      if (~rstn) begin
          u_clip <= #1 8'h0;
      end
      else if (pixel_in_valid) begin
          u_clip <= #1 (u_tmp[19])          ? 0           :
                         (u_tmp[18:10] > 255) ? 255         :
                                                u_tmp[17:10];
      end
  end
  always @(posedge clk or negedge rstn) begin
      if (~rstn) begin
          v_clip <= #1 8'h0;
      end
      else if (pixel_in_valid) begin
          v_clip <= #1 (v_tmp[19])          ? 0           :
                         (v_tmp[18:10] > 255) ? 255         :
                                                v_tmp[17:10];
      end
  end
  assign pixel_data_out = {~y_clip[7], y_clip[6:0],
                           ~u_clip[7], u_clip[6:0], 
                           ~v_clip[7], v_clip[6:0]};
  always @(posedge clk or negedge rstn) begin
      if (~rstn) begin
          pixel_out_valid <= #1 1'b0;
      end
      else begin
          pixel_out_valid <= #1 pixel_in_valid;
      end
  end
endmodule
File: flow/constraint.sdc
current_design rgb2yuv

set clk_period 1.5
set clk_io_pct 0.2

create_clock -name clk0 -period $clk_period [get_ports {clk}]

set non_clock_inputs [all_inputs -no_clocks]
set_input_delay [expr $clk_period * $clk_io_pct] -clock clk0 $non_clock_inputs
set_output_delay [expr $clk_period * $clk_io_pct] -clock clk0 [all_outputs]
==> flow_summary.yaml <==
# yosys + openroad results
grt:
  track_usage: 0.2141
  maximum_number_of_pins_on_one_net_before_global_route_repair: 26
  first_global_vias: 9296
  antenna_found_initial: 0
  global_route.overflow_total: 0
  global_route_wire_length_before_repair_um: 46400
synth:
  top_cells_by_area: "sky130_fd_sc_hd__ha_1 (35%), sky130_fd_sc_hd__fa_1 (22%), sky130_fd_sc_hd__inv_1 (9.0%)"
  syn_area_per_cell_um2: 9.182
  synth.yosys.warnings: 1
  synth_cells: 1217
  yosys.stat.seqShare: 0.05598
  ys.flops: 25
  synth_top_cell_by_area: "sky130_fd_sc_hd__ha_1"
  flop_cell: "sky130_fd_sc_hd__dfrtp_1"
  synth_stat.cells: 1217
  flip_flops_with_a_built_in_enable: 0
  ys_area_mm2: 0.01117
  synth.cell_area_mm2: 0.01117
  postSynth.asyncResetShare: 1.000
  netlist-cell-type-count: 65
  synth_top_area_share: 0.3482
layout:
  combGateArea_mm2: 0.01051
  final_design_area_no_fill_mm2: 0.01597
  finish.cell_count_without_fillers: 1984
  final_layout_size_suffix_gt1_frac: 0.3499
  most_frequently_placed_logic_cell_in_the_final_layout: "sky130_fd_sc_hd__buf_4"
  area_growth_syn_to_layout_pct: 42.87
  layout.area.seq_um2: 625.6
  final_layout_top_logic_cells: "sky130_fd_sc_hd__buf_4 (356), sky130_fd_sc_hd__ha_1 (263), sky130_fd_sc_hd__inv_1 (252), sky130_fd_sc_hd__fa_1 (116), sky130_fd_sc_hd__nor2_1 (44)"
  fillerInstances: 2250
sta:
  min_clock_period_post_route_ns: 6.213
  finalCritPeriodShare: 4.142
  finClkSkew_ns: 0
  rsz0062_at_grt: "yes"
  timing.final.setup_violations: 24
  timing.final.max_slew_violations: 0
  slew-limit-headroom: 0.6534
  postLayoutSetupSlackWorst_ns: -4.713
  fmax_mhz: 161.0
  tightest_slew_ns: 0.5144
  hold_viol: 0
worst_hold_path:
  holdCritPathClass: "primary input to asynchronous set/reset pin"
worst_setup_path:
  cpPeakStageDelay_ns: 0.56
  cp.arrival_ns: 6.37
  timing.rr.end: "v_clip[3]$_DFFE_PN0P_"
  reg2reg_depth: 1
  cp_most_frequent_cell: "sky130_fd_sc_hd__ha_4"
  critPathLaunch: "pixel_data_in[10]"
  path_depth: 31
  worst-setup-path-type: "primary input to flop"
  r2r_start: "v_clip[3]$_DFFE_PN0P_"
  critPathSlowestCell: "sky130_fd_sc_hd__fa_2"
  cp-end-kind: "flop"
  critical_path_fanout_max: 5
  critPathBufInv: 7
  critPathTopFamily: "adder cells"
  startpoint_type: "primary input"
  timing.critical_path.required_ns: 1.66
  timing.reg2reg.setup_slack_ns: 0.67
  cp-endpoint: "u_clip[2]$_DFFE_PN0P_"
drt:
  vias_per_cell: 4.747
  route.final.wire_length_um: 28390
  firstDrtPassIters: 4
  drt-initial-drc-count: 238
  antenna_diodes: 0
  routed-via-count: 9418
  remaining_drc_errors: 0
  avgRoutedWirePerCell_um: 14.31
  antenna_violating_nets_post_route: 0
clocking:
  cts.sink_count: 25
  worst_setup_hold_path_clk_slew_ns: 0.07
  htreeDepth: 1
  clock_tree.root_cell: "sky130_fd_sc_hd__clkbuf_16"
  cts-buffers-inserted: 3
  clockBufferDepth: 2
  cts_tree: "yes"
  clk_latency_worst_skew_pair_ns: 0.27
floorplanning:
  ioPinCount: 52
  design.core.area_mm2: 0.02718
  die.size.x_um: 169.1
  number_of_placement_rows: 60
  floorplan.core_util: 0.4112
  die-height_um: 169.1
  design.die.area_mm2: 0.02861
placement:
  gpl_congestion: 0.9544
  place.detailed.hpwl_um: 25350
  post-place-cells: 1938
  port_bufs: 51
  place_ws_ns: -5.818
  post_dp_cell_area_mm2: 0.01481
status:
  run_status: "finished, violations left"
  failed_checks: "negative setup slack"
flow_run:
  openroad_warning_count: 51
  maxCapViolCount: 0
## cell usage after synthesis, types with 3 or more instances
cell                        instances
sky130_fd_sc_hd__ha_1             311
sky130_fd_sc_hd__inv_1            267
sky130_fd_sc_hd__fa_1             123
sky130_fd_sc_hd__a21oi_1           56
sky130_fd_sc_hd__xnor2_1           51
sky130_fd_sc_hd__nor2_1            46
sky130_fd_sc_hd__nand2_1           43
sky130_fd_sc_hd__o21ai_0           30
sky130_fd_sc_hd__xor2_1            30
sky130_fd_sc_hd__dfrtp_1           25
sky130_fd_sc_hd__buf_4             21
sky130_fd_sc_hd__nand3_1           21
sky130_fd_sc_hd__nor3_1            19
sky130_fd_sc_hd__a21o_1            17
sky130_fd_sc_hd__a211oi_1          11
sky130_fd_sc_hd__nand2b_1          11
sky130_fd_sc_hd__nor2b_1           10
sky130_fd_sc_hd__o211ai_1          10
sky130_fd_sc_hd__o21bai_1           7
sky130_fd_sc_hd__o22a_1             7
sky130_fd_sc_hd__o2bb2ai_1          7
sky130_fd_sc_hd__a21boi_0           6
sky130_fd_sc_hd__a221o_1            6
sky130_fd_sc_hd__o21a_1             6
sky130_fd_sc_hd__a211o_1            5
sky130_fd_sc_hd__and2_1             5
sky130_fd_sc_hd__and3_1             5
sky130_fd_sc_hd__or2_2              5
sky130_fd_sc_hd__or3_1              5
sky130_fd_sc_hd__mux2i_1            4
sky130_fd_sc_hd__a2111oi_0          3
sky130_fd_sc_hd__nand4_1            3
sky130_fd_sc_hd__nor4_1             3
## timing repair
| item | 4_1_cts | 5_1_grt |
|---|---|---|
| setup endpoints to repair | 24 | 27 |
| hold buffers | 0 | 0 |
| resized | 170 | 71 |
| pin swaps | 105 | 75 |
| setup buffers | 35 | 11 |
## metrics by stage
step           utilization  hold slack [ns]  TNS [ns]
2_1_floorplan            -         0.004409   -100.12
3_3_place_gp        0.5448           0.4785   -127.33
3_5_place_dp        0.5448           0.4826   -127.79
4_1_cts             0.5709           0.4106   -104.25
5_1_grt             0.5875           0.4279   -107.29
6_report            0.5875           0.4008   -102.34
## how the worst min path moves through the flow
stage / startpoint / to / cells past startpoint
after CTS: rstn / y_clip[4]$_DFFE_PN0P_ / 2
final: rstn / y_clip[6]$_DFFE_PN0P_ / 2
after global routing: rstn / y_clip[3]$_DFFE_PN0P_ / 2
## per-layer routing
| metal | global-route usage | vias up | wire (um) |
|---|---|---|---|
| met1 | 0.3072 | 4454 | 12830 |
| li1 | - | 4833 | - |
| met5 | 0 | - | 0 |
| met2 | 0.3643 | 117 | 14100 |
| met4 | 0.01723 | 0 | 275 |
| met3 | 0.03206 | 14 | 1179 |
## layout make-up
class | count | area share
Sequential cell | 25 | 0.03918
Tap cell | 372 | 0.02915
Inverter | 268 | 0.06364
Clock inverter | 1 | 0.0005486
Timing Repair Buffer | 415 | 0.2044
Clock buffer | 3 | 0.004702
Multi-Input combinational cell | 900 | 0.6584
## logic make-up after synthesis
kind of cell / share of synthesized area
flops: 0.05598
fa+ha+maj: 0.5686
buf+inv: 0.1053
compound gates: 0.1201
simple gates: 0.08051
xor+xnor: 0.06494
mux: 0.004591
## registers in the layout, summed over array words and instances (netlist names)
name	flops
y_clip	8
u_clip	8
v_clip	8
pixel_out_valid	1
