`flow/design.v`:
```
module jpeg_get_pixels(
    clk                 ,  
    rstn                ,  
    sdata_rvld          ,  
    sdata_gvld          ,  
    sdata_bvld          ,  
    sdata_rrdy          ,  
    sdata_grdy          ,  
    sdata_brdy          ,  
    sdata_r0            ,  
    sdata_r1            ,  
    sdata_r2            ,  
    sdata_r3            ,  
    sdata_r4            ,  
    sdata_r5            ,  
    sdata_r6            ,  
    sdata_r7            ,  
    sdata_g0            ,  
    sdata_g1            ,  
    sdata_g2            ,  
    sdata_g3            ,  
    sdata_g4            ,  
    sdata_g5            ,  
    sdata_g6            ,  
    sdata_g7            ,  
    sdata_b0            ,  
    sdata_b1            ,  
    sdata_b2            ,  
    sdata_b3            ,  
    sdata_b4            ,  
    sdata_b5            ,  
    sdata_b6            ,  
    sdata_b7            ,  
    pixel_data_out      ,  
    pixel_out_valid        
    );
  input         clk                 ;  
  input         rstn                ;  
  input  [7:0]  sdata_rvld          ;  
  input  [7:0]  sdata_gvld          ;  
  input  [7:0]  sdata_bvld          ;  
  output [7:0]  sdata_rrdy          ;  
  output [7:0]  sdata_grdy          ;  
  output [7:0]  sdata_brdy          ;  
  input  [63:0] sdata_r0            ;  
  input  [63:0] sdata_r1            ;  
  input  [63:0] sdata_r2            ;  
  input  [63:0] sdata_r3            ;  
  input  [63:0] sdata_r4            ;  
  input  [63:0] sdata_r5            ;  
  input  [63:0] sdata_r6            ;  
  input  [63:0] sdata_r7            ;  
  input  [63:0] sdata_g0            ;  
  input  [63:0] sdata_g1            ;  
  input  [63:0] sdata_g2            ;  
  input  [63:0] sdata_g3            ;  
  input  [63:0] sdata_g4            ;  
  input  [63:0] sdata_g5            ;  
  input  [63:0] sdata_g6            ;  
  input  [63:0] sdata_g7            ;  
  input  [63:0] sdata_b0            ;  
  input  [63:0] sdata_b1            ;  
  input  [63:0] sdata_b2            ;  
  input  [63:0] sdata_b3            ;  
  input  [63:0] sdata_b4            ;  
  input  [63:0] sdata_b5            ;  
  input  [63:0] sdata_b6            ;  
  input  [63:0] sdata_b7            ;  
  output [23:0] pixel_data_out      ;  
  output        pixel_out_valid     ;  
  reg    [23:0] pixel_data_out      ;
  reg    [5:0]  pixel_out_cnt       ;
  reg    [23:0] pixel_from_line0    ;
  reg    [23:0] pixel_from_line1    ;
  reg    [23:0] pixel_from_line2    ;
  reg    [23:0] pixel_from_line3    ;
  reg    [23:0] pixel_from_line4    ;
  reg    [23:0] pixel_from_line5    ;
  reg    [23:0] pixel_from_line6    ;
  reg    [23:0] pixel_from_line7    ;
  always @(posedge clk or negedge rstn) begin
      if (~rstn) begin
          pixel_out_cnt <= #1 6'h0;
      end
      else if (pixel_out_valid) begin
          pixel_out_cnt <= #1 pixel_out_cnt + 6'h1;
      end
  end
  assign pixel_out_valid = (&sdata_rvld) & (&sdata_gvld) & (&sdata_bvld);
  assign sdata_rrdy = {8{pixel_out_valid & (pixel_out_cnt == 6'h3F)}};
  assign sdata_grdy = {8{pixel_out_valid & (pixel_out_cnt == 6'h3F)}};
  assign sdata_brdy = {8{pixel_out_valid & (pixel_out_cnt == 6'h3F)}};
  always @(*) begin
      case (pixel_out_cnt[2:0])
          3'h0   : pixel_from_line0 = {sdata_r0[63:56], sdata_g0[63:56], sdata_b0[63:56]};
          3'h1   : pixel_from_line0 = {sdata_r0[55:48], sdata_g0[55:48], sdata_b0[55:48]};
          3'h2   : pixel_from_line0 = {sdata_r0[47:40], sdata_g0[47:40], sdata_b0[47:40]};
          3'h3   : pixel_from_line0 = {sdata_r0[39:32], sdata_g0[39:32], sdata_b0[39:32]};
          3'h4   : pixel_from_line0 = {sdata_r0[31:24], sdata_g0[31:24], sdata_b0[31:24]};
          3'h5   : pixel_from_line0 = {sdata_r0[23:16], sdata_g0[23:16], sdata_b0[23:16]};
          3'h6   : pixel_from_line0 = {sdata_r0[15:8] , sdata_g0[15:8] , sdata_b0[15:8] };
          default: pixel_from_line0 = {sdata_r0[7:0]  , sdata_g0[7:0]  , sdata_b0[7:0]  };
      endcase
  end
  always @(*) begin
      case (pixel_out_cnt[2:0])
          3'h0   : pixel_from_line1 = {sdata_r1[63:56], sdata_g1[63:56], sdata_b1[63:56]};
          3'h1   : pixel_from_line1 = {sdata_r1[55:48], sdata_g1[55:48], sdata_b1[55:48]};
          3'h2   : pixel_from_line1 = {sdata_r1[47:40], sdata_g1[47:40], sdata_b1[47:40]};
          3'h3   : pixel_from_line1 = {sdata_r1[39:32], sdata_g1[39:32], sdata_b1[39:32]};
          3'h4   : pixel_from_line1 = {sdata_r1[31:24], sdata_g1[31:24], sdata_b1[31:24]};
          3'h5   : pixel_from_line1 = {sdata_r1[23:16], sdata_g1[23:16], sdata_b1[23:16]};
          3'h6   : pixel_from_line1 = {sdata_r1[15:8] , sdata_g1[15:8] , sdata_b1[15:8] };
          default: pixel_from_line1 = {sdata_r1[7:0]  , sdata_g1[7:0]  , sdata_b1[7:0]  };
      endcase
  end
  always @(*) begin
      case (pixel_out_cnt[2:0])
          3'h0   : pixel_from_line2 = {sdata_r2[63:56], sdata_g2[63:56], sdata_b2[63:56]};
          3'h1   : pixel_from_line2 = {sdata_r2[55:48], sdata_g2[55:48], sdata_b2[55:48]};
          3'h2   : pixel_from_line2 = {sdata_r2[47:40], sdata_g2[47:40], sdata_b2[47:40]};
          3'h3   : pixel_from_line2 = {sdata_r2[39:32], sdata_g2[39:32], sdata_b2[39:32]};
          3'h4   : pixel_from_line2 = {sdata_r2[31:24], sdata_g2[31:24], sdata_b2[31:24]};
          3'h5   : pixel_from_line2 = {sdata_r2[23:16], sdata_g2[23:16], sdata_b2[23:16]};
          3'h6   : pixel_from_line2 = {sdata_r2[15:8] , sdata_g2[15:8] , sdata_b2[15:8] };
          default: pixel_from_line2 = {sdata_r2[7:0]  , sdata_g2[7:0]  , sdata_b2[7:0]  };
      endcase
  end
  always @(*) begin
      case (pixel_out_cnt[2:0])
          3'h0   : pixel_from_line3 = {sdata_r3[63:56], sdata_g3[63:56], sdata_b3[63:56]};
          3'h1   : pixel_from_line3 = {sdata_r3[55:48], sdata_g3[55:48], sdata_b3[55:48]};
          3'h2   : pixel_from_line3 = {sdata_r3[47:40], sdata_g3[47:40], sdata_b3[47:40]};
          3'h3   : pixel_from_line3 = {sdata_r3[39:32], sdata_g3[39:32], sdata_b3[39:32]};
          3'h4   : pixel_from_line3 = {sdata_r3[31:24], sdata_g3[31:24], sdata_b3[31:24]};
          3'h5   : pixel_from_line3 = {sdata_r3[23:16], sdata_g3[23:16], sdata_b3[23:16]};
          3'h6   : pixel_from_line3 = {sdata_r3[15:8] , sdata_g3[15:8] , sdata_b3[15:8] };
          default: pixel_from_line3 = {sdata_r3[7:0]  , sdata_g3[7:0]  , sdata_b3[7:0]  };
      endcase
  end
  always @(*) begin
      case (pixel_out_cnt[2:0])
          3'h0   : pixel_from_line4 = {sdata_r4[63:56], sdata_g4[63:56], sdata_b4[63:56]};
          3'h1   : pixel_from_line4 = {sdata_r4[55:48], sdata_g4[55:48], sdata_b4[55:48]};
          3'h2   : pixel_from_line4 = {sdata_r4[47:40], sdata_g4[47:40], sdata_b4[47:40]};
          3'h3   : pixel_from_line4 = {sdata_r4[39:32], sdata_g4[39:32], sdata_b4[39:32]};
          3'h4   : pixel_from_line4 = {sdata_r4[31:24], sdata_g4[31:24], sdata_b4[31:24]};
          3'h5   : pixel_from_line4 = {sdata_r4[23:16], sdata_g4[23:16], sdata_b4[23:16]};
          3'h6   : pixel_from_line4 = {sdata_r4[15:8] , sdata_g4[15:8] , sdata_b4[15:8] };
          default: pixel_from_line4 = {sdata_r4[7:0]  , sdata_g4[7:0]  , sdata_b4[7:0]  };
      endcase
  end
  always @(*) begin
      case (pixel_out_cnt[2:0])
          3'h0   : pixel_from_line5 = {sdata_r5[63:56], sdata_g5[63:56], sdata_b5[63:56]};
          3'h1   : pixel_from_line5 = {sdata_r5[55:48], sdata_g5[55:48], sdata_b5[55:48]};
          3'h2   : pixel_from_line5 = {sdata_r5[47:40], sdata_g5[47:40], sdata_b5[47:40]};
          3'h3   : pixel_from_line5 = {sdata_r5[39:32], sdata_g5[39:32], sdata_b5[39:32]};
          3'h4   : pixel_from_line5 = {sdata_r5[31:24], sdata_g5[31:24], sdata_b5[31:24]};
          3'h5   : pixel_from_line5 = {sdata_r5[23:16], sdata_g5[23:16], sdata_b5[23:16]};
          3'h6   : pixel_from_line5 = {sdata_r5[15:8] , sdata_g5[15:8] , sdata_b5[15:8] };
          default: pixel_from_line5 = {sdata_r5[7:0]  , sdata_g5[7:0]  , sdata_b5[7:0]  };
      endcase
  end
  always @(*) begin
      case (pixel_out_cnt[2:0])
          3'h0   : pixel_from_line6 = {sdata_r6[63:56], sdata_g6[63:56], sdata_b6[63:56]};
          3'h1   : pixel_from_line6 = {sdata_r6[55:48], sdata_g6[55:48], sdata_b6[55:48]};
          3'h2   : pixel_from_line6 = {sdata_r6[47:40], sdata_g6[47:40], sdata_b6[47:40]};
          3'h3   : pixel_from_line6 = {sdata_r6[39:32], sdata_g6[39:32], sdata_b6[39:32]};
          3'h4   : pixel_from_line6 = {sdata_r6[31:24], sdata_g6[31:24], sdata_b6[31:24]};
          3'h5   : pixel_from_line6 = {sdata_r6[23:16], sdata_g6[23:16], sdata_b6[23:16]};
          3'h6   : pixel_from_line6 = {sdata_r6[15:8] , sdata_g6[15:8] , sdata_b6[15:8] };
          default: pixel_from_line6 = {sdata_r6[7:0]  , sdata_g6[7:0]  , sdata_b6[7:0]  };
      endcase
  end
  always @(*) begin
      case (pixel_out_cnt[2:0])
          3'h0   : pixel_from_line7 = {sdata_r7[63:56], sdata_g7[63:56], sdata_b7[63:56]};
          3'h1   : pixel_from_line7 = {sdata_r7[55:48], sdata_g7[55:48], sdata_b7[55:48]};
          3'h2   : pixel_from_line7 = {sdata_r7[47:40], sdata_g7[47:40], sdata_b7[47:40]};
          3'h3   : pixel_from_line7 = {sdata_r7[39:32], sdata_g7[39:32], sdata_b7[39:32]};
          3'h4   : pixel_from_line7 = {sdata_r7[31:24], sdata_g7[31:24], sdata_b7[31:24]};
          3'h5   : pixel_from_line7 = {sdata_r7[23:16], sdata_g7[23:16], sdata_b7[23:16]};
          3'h6   : pixel_from_line7 = {sdata_r7[15:8] , sdata_g7[15:8] , sdata_b7[15:8] };
          default: pixel_from_line7 = {sdata_r7[7:0]  , sdata_g7[7:0]  , sdata_b7[7:0]  };
      endcase
  end
  always @(*) begin
      case (pixel_out_cnt[5:3])
          3'h0   : pixel_data_out = pixel_from_line0;
          3'h1   : pixel_data_out = pixel_from_line1;
          3'h2   : pixel_data_out = pixel_from_line2;
          3'h3   : pixel_data_out = pixel_from_line3;
          3'h4   : pixel_data_out = pixel_from_line4;
          3'h5   : pixel_data_out = pixel_from_line5;
          3'h6   : pixel_data_out = pixel_from_line6;
          default: pixel_data_out = pixel_from_line7;
      endcase
  end
endmodule
```
`flow/run.sh`:
```
#!/bin/bash
# OpenROAD 26Q1-2900-gdf79404cd8, Yosys 0.63+post, stock flow scripts
make -C /OpenROAD-flow-scripts/flow DESIGN_CONFIG=/design/flow/config.mk WORK_HOME=/design/flow/orfs finish
```
`flow/config.mk`:
```
export PLATFORM = sky130hd
export DESIGN_NAME = jpeg_get_pixels
export DESIGN_NICKNAME = jpeg_get_pixels
export VERILOG_FILES = /design/flow/design.v
export SDC_FILE = /design/flow/constraint.sdc
export NUM_CORES = 4
export LEC_CHECK = 1
export CORE_AREA = 10 10 615 615
export DIE_AREA = 0 0 625 625
```
`flow/constraint.sdc`:
```
current_design jpeg_get_pixels

set clk_period 18.9
set clk_io_pct 0.2

create_clock -name clk0 -period $clk_period [get_ports {clk}]

set non_clock_inputs [all_inputs -no_clocks]
set_input_delay [expr $clk_period * $clk_io_pct] -clock clk0 $non_clock_inputs
set_output_delay [expr $clk_period * $clk_io_pct] -clock clk0 [all_outputs]
```
==> results.txt <==
impl run done, here's what came out: Synth flops=6, status=complete, no violations, gr usage total=11.5%, Slew Limit Fails=0, pwr dens=12.7 nW/um^2, Max Clk Rate=83.6 MHz, CTS Hold Buffers Added=0, type of origin of the critical path=primary input, metal2 WL=118000 um, clk ins delay skew pair=0.23 ns, routed via count=23931, Residual DRC=0, HP Class=reg -> reg, vias in the first global route=24489, Critical Path AT=8.19 ns, number of max-cap violations=0, Post-CTS Repair Setup Buffers=0, Filler cells=42570, total CTS buffers=3, number of buffers added on ports=1610, EDFF count, synth=0, final std cells w/o fill=8066, Regs by FF count=pixel_out_cnt x6, Yosys cell types=49, final setup vio count=0, Area growth, synth to finish=193%, initial antenna violation count=134, min cycle time layout=11.97 ns, most frequent logic cell in the layout=clkdlybuf4s50_1, FP Rows=222, largest net degree at the start of global routing=86, cell count after synthesis=1681, ANT nets after route=0, chip height=625 um, Inst Count DP=8017, largest register by flop count=pixel_out_cnt, post-DR vias/cell=2.97, drt pass-1 iters=12, RSZ-0062 raised after global routing=no, Leak=11.1 nW, worst slack, placed=6.68 ns, Min Hold Slack=0.655 ns, die area=391000 um^2, WL met3=21000 um, first-pass GRT wire length=286000 um, Avg Cell Area, Syn=7.03 um^2, TritonCTS clock tree=done, core region area=365000 um^2, Largest type area fraction=14.8%, GP Congestion=0.959, Worst Tran Pin Value=1.04 ns, Mapped Area=11800 um^2, Final Worst Setup Slack=6.93 ns, OpenROAD warning count=28, Max Fanout on Critical Path=22, Post-Route Utilization=9.49%, CTS root buffer=clkbuf_16, Final Hold Viols=0, Async S/R FF share, synth=100%, post-synth top area cell=mux2i_1, max FFs per register=6, ys flop type=dfrtp_1, met1 wire length=90000 um, CTS resizes=0, dpl hpwl=212000 um, detail-routed net length per standard cell=29.5 um, Peak VDD IR=0.0159 mV, DR top layer=met5, post-route cell area=34600 um^2, CTS Buffer Depth=2, final wirelength=238000 um, fin crit share=63.3%, H-Tree Depth=1, clk slew on worst S/H paths=0.04 ns, # clock sinks=6, Seq share, synth=1.27%, Setup Skew=0.000184 ns, FP Util=3.24%, die width=625 um, CP endpoint kind=primary output, I/O pins=1611, Max transition margin=30.2%, layout cells sized above 1=9.20%, required time of the critical path=15.12 ns, Synthesis Warnings=1, Synth area leaders=mux2i_1 (15%), a221oi_1 (8.6%), o21ai_0 (8.3%), crit path kind=in -> out, yosys cell count=1681, most common logic cells in the final layout=clkdlybuf4s50_1 (1610), o21ai_0 (191), mux2i_1 (174), buf_4 (174), a221oi_1 (115), gr ovfl total=0, DR iter-0 viols=2352, placed cell areas=34500 um^2, Chip Area, Yosys=11800 um^2, setup TNS=0 ns, total power=0.442 mW
==> layer usage <==
layer	up-vias	global-route usage (%)
met5	-	0
met4	42	3.57
met2	1771	19.9
met3	336	3.48
met1	11503	13.7
li1	10279	-
==> power breakdown <==
group          internal (mW)  total, mW  switching [mW]
clock network         0.0281     0.0364         0.00835
logic                  0.299      0.392          0.0930
registers             0.0129     0.0129     0.000000301
total                  0.340      0.442           0.101
==> Yosys cell counts (all sizes together) (12+ instances only) <==
cell / count
o21a: 18
a21oi: 99
a221oi: 116
nand2: 61
nor2: 30
o22a: 27
nor3b: 12
a222oi: 61
mux2i: 175
nand4: 20
o221ai: 32
clkbuf: 133
buf: 132
a22o: 53
a221o: 31
a22oi: 113
a31oi: 54
o22ai: 57
mux2: 31
a2111oi: 41
nand3: 28
o21ai: 198
o211ai: 64
o221a: 23
==> worst max-delay path: stages <==
cell and delay, ns:
clkdlybuf4s50_1 0.86, nand4_1 0.66, or4_1 0.71, nor3_1 0.20, buf_4 0.21, nand4_1 0.21
nor2_4 0.36, buf_4 0.46, clkdlybuf4s50_1 0.59
==> logic make-up (layout without fill, tap and decap cells) <==
group	count (synthesis)	in the layout	synth area share [%]
multiplexers	206	206	17.8
AND-OR/OR-AND	993	993	61.2
buffers and inverters	271	1795	10.4
other	0	45	0
flip-flops	6	6	1.27
XOR/XNOR	4	4	0.296
adder cells (fa/ha/maj)	5	5	0.529
AND/OR/NAND/NOR	196	196	8.50
==> final cells by class <==
cell class | count | area, um^2 | area share (%)
multi-input cells | 1404 | 10800 | 31.2
clock buffers | 4 | 78.8 | 0.228
well taps | 4816 | 6030 | 17.4
diodes | 45 | 113 | 0.325
flip-flops and latches | 6 | 154 | 0.444
repair buffers | 1785 | 17400 | 50.3
inverters | 6 | 37.5 | 0.108
==> worst paths after layout <==
check	from	to	slack, ns	cells past startpoint
max	sdata_gvld[5]	sdata_brdy[1]	6.93	9
min	pixel_out_cnt[1]	pixel_out_cnt[3]	0.65	2
max reg2reg	pixel_out_cnt[2]	pixel_out_cnt[4]	16.98	3
min reg2reg	pixel_out_cnt[1]	pixel_out_cnt[3]	0.65	2
max in group asynchronous	rstn	pixel_out_cnt[2]	14.84	1
min in group asynchronous	rstn	pixel_out_cnt[3]	3.80	1
No activity file was given, so power comes from the tool's default toggle rates.
