--- design.v ---
module zigzag(
    clk                 ,  
    rstn                ,  
    dct_data            ,  
    dct_data_valid      ,  
    zigzag_data         ,  
    zigzag_data_valid      
    );
  input         clk                 ;  
  input         rstn                ;  
  input  [41:0] dct_data            ;  
  input         dct_data_valid      ;  
  output [41:0] zigzag_data         ;  
  output        zigzag_data_valid   ;  
  reg    [5:0]  block_buf_wr_cnt    ;  
  wire          block_buf_wr_done   ;  
  reg    [5:0]  block_buf_rd_cnt    ;  
  wire          block_buf_rd_done   ;  
  reg           block_buf_sel       ;  
  reg           block_buf_sel_d     ;  
  wire          block_buf0_wr       ;  
  wire          block_buf1_wr       ;  
  reg           block_buf0_rd       ;  
  reg           block_buf1_rd       ;  
  wire          block_buf_wr        ;  
  wire          block_buf_rd        ;  
  reg           block_buf_rd_d      ;  
  wire   [5:0]  block_buf0_waddr    ;  
  wire   [5:0]  block_buf1_waddr    ;  
  wire   [5:0]  block_buf0_raddr    ;  
  wire   [5:0]  block_buf1_raddr    ;  
  wire   [5:0]  block_buf0_addr     ;  
  wire   [5:0]  block_buf1_addr     ;  
  wire   [41:0] block_buf_din       ;  
  wire   [41:0] block_buf0_dout     ;  
  wire   [41:0] block_buf1_dout     ;  
  wire   [41:0] block_buf_dout      ;  
  reg    [5:0]  zigzag_addr         ;  
  always @(posedge clk or negedge rstn) begin
      if (~rstn) begin
          block_buf_wr_cnt <= #1 6'h0;
      end
      else if (dct_data_valid) begin
          block_buf_wr_cnt <= #1 block_buf_wr_cnt + 6'h1;
      end
  end
  assign block_buf_wr_done = (block_buf_wr_cnt == 6'h3F) & dct_data_valid;
  always @(posedge clk or negedge rstn) begin
      if (~rstn) begin
          block_buf_rd_cnt <= #1 6'h0;
      end
      else if (block_buf_rd) begin
          block_buf_rd_cnt <= #1 block_buf_rd_cnt + 6'h1;
      end
  end
  assign block_buf_rd_done = (block_buf_rd_cnt == 6'h3F) & block_buf_rd;
  always @(posedge clk or negedge rstn) begin
      if (~rstn) begin
          block_buf_sel <= #1 1'b0;
      end
      else if (block_buf_wr_done) begin
          block_buf_sel <= #1 ~block_buf_sel;
      end
  end
  always @(posedge clk or negedge rstn) begin
      if (~rstn) begin
          block_buf_sel_d <= #1 1'b0;
      end
      else begin
          block_buf_sel_d <= #1 block_buf_sel;
      end
  end
  assign block_buf0_wr = dct_data_valid & ~block_buf_sel;
  assign block_buf1_wr = dct_data_valid &  block_buf_sel;
  assign block_buf_wr = block_buf0_wr | block_buf1_wr;
  always @(posedge clk or negedge rstn) begin
      if (~rstn) begin
          block_buf0_rd <= #1 1'b0;
      end
      else if (~block_buf_sel & block_buf_wr_done) begin
          block_buf0_rd <= #1 1'b1;
      end
      else if (block_buf_sel & block_buf_rd_done) begin
          block_buf0_rd <= #1 1'b0;
      end
  end
  always @(posedge clk or negedge rstn) begin
      if (~rstn) begin
          block_buf1_rd <= #1 1'b0;
      end
      else if (block_buf_sel & block_buf_wr_done) begin
          block_buf1_rd <= #1 1'b1;
      end
      else if (~block_buf_sel & block_buf_rd_done) begin
          block_buf1_rd <= #1 1'b0;
      end
  end
  assign block_buf_rd = block_buf0_rd | block_buf1_rd;
  always @(posedge clk or negedge rstn) begin
      if (~rstn) begin
          block_buf_rd_d <= #1 1'b0;
      end
      else begin
          block_buf_rd_d <= #1 block_buf_rd;
      end
  end
  assign block_buf0_waddr = {block_buf_wr_cnt[2:0], block_buf_wr_cnt[5:3]};
  assign block_buf1_waddr = {block_buf_wr_cnt[2:0], block_buf_wr_cnt[5:3]};
  assign block_buf0_raddr = zigzag_addr;
  assign block_buf1_raddr = zigzag_addr;
  assign block_buf0_addr = ~block_buf_sel ? block_buf0_waddr : block_buf0_raddr;
  assign block_buf1_addr =  block_buf_sel ? block_buf1_waddr : block_buf1_raddr;
  assign block_buf_din = dct_data;
  assign block_buf_dout = block_buf_sel_d ? block_buf0_dout : block_buf1_dout;
  always @(*) begin
      case (block_buf_rd_cnt[5:0])
          6'd0   : zigzag_addr = 0 ;
          6'd1   : zigzag_addr = 1 ;
          6'd2   : zigzag_addr = 8 ;
          6'd3   : zigzag_addr = 16;
          6'd4   : zigzag_addr = 9 ;
          6'd5   : zigzag_addr = 2 ;
          6'd6   : zigzag_addr = 3 ;
          6'd7   : zigzag_addr = 10;
          6'd8   : zigzag_addr = 17;
          6'd9   : zigzag_addr = 24;
          6'd10  : zigzag_addr = 32;
          6'd11  : zigzag_addr = 25;
          6'd12  : zigzag_addr = 18;
          6'd13  : zigzag_addr = 11;
          6'd14  : zigzag_addr = 4 ;
          6'd15  : zigzag_addr = 5 ;
          6'd16  : zigzag_addr = 12;
          6'd17  : zigzag_addr = 19;
          6'd18  : zigzag_addr = 26;
          6'd19  : zigzag_addr = 33;
          6'd20  : zigzag_addr = 40;
          6'd21  : zigzag_addr = 48;
          6'd22  : zigzag_addr = 41;
          6'd23  : zigzag_addr = 34;
          6'd24  : zigzag_addr = 27;
          6'd25  : zigzag_addr = 20;
          6'd26  : zigzag_addr = 13;
          6'd27  : zigzag_addr = 6 ;
          6'd28  : zigzag_addr = 7 ;
          6'd29  : zigzag_addr = 14;
          6'd30  : zigzag_addr = 21;
          6'd31  : zigzag_addr = 28;
          6'd32  : zigzag_addr = 35;
          6'd33  : zigzag_addr = 42;
          6'd34  : zigzag_addr = 49;
          6'd35  : zigzag_addr = 56;
          6'd36  : zigzag_addr = 57;
          6'd37  : zigzag_addr = 50;
          6'd38  : zigzag_addr = 43;
          6'd39  : zigzag_addr = 36;
          6'd40  : zigzag_addr = 29;
          6'd41  : zigzag_addr = 22;
          6'd42  : zigzag_addr = 15;
          6'd43  : zigzag_addr = 23;
          6'd44  : zigzag_addr = 30;
          6'd45  : zigzag_addr = 37;
          6'd46  : zigzag_addr = 44;
          6'd47  : zigzag_addr = 51;
          6'd48  : zigzag_addr = 58;
          6'd49  : zigzag_addr = 59;
          6'd50  : zigzag_addr = 52;
          6'd51  : zigzag_addr = 45;
          6'd52  : zigzag_addr = 38;
          6'd53  : zigzag_addr = 31;
          6'd54  : zigzag_addr = 39;
          6'd55  : zigzag_addr = 46;
          6'd56  : zigzag_addr = 53;
          6'd57  : zigzag_addr = 60;
          6'd58  : zigzag_addr = 61;
          6'd59  : zigzag_addr = 54;
          6'd60  : zigzag_addr = 47;
          6'd61  : zigzag_addr = 55;
          6'd62  : zigzag_addr = 62;
          default: zigzag_addr = 63;
      endcase
  end
  assign zigzag_data       = block_buf_dout;
  assign zigzag_data_valid = block_buf_rd_d;
  zigzag_buf zigzag_buf_u0 (
    .clk        (clk              ),
    .wea        (block_buf0_wr    ),
    .addra      (block_buf0_addr  ),
    .din        (block_buf_din    ),
    .dout       (block_buf0_dout  ) 
    );
  zigzag_buf zigzag_buf_u1 (
    .clk        (clk              ),
    .wea        (block_buf1_wr    ),
    .addra      (block_buf1_addr  ),
    .din        (block_buf_din    ),
    .dout       (block_buf1_dout  ) 
    );
endmodule
module zigzag_buf(
    clk        ,
    wea        ,
    addra      ,
    din        ,
    dout
    );
  input         clk        ;
  input         wea        ;
  input  [5:0]  addra      ;
  input  [41:0] din        ;
  output [41:0] dout       ;
  reg    [41:0] dout       ;
  reg    [41:0] mem[0:63];
  always @(posedge clk) begin
      if (wea) begin
          mem[addra] <= #1 din;
      end
  end
  always @(posedge clk) begin
      dout <= #1 mem[addra];
  end
endmodule
--- run.sh ---
#!/bin/bash
# OpenROAD 26Q1-2900-gdf79404cd8, Yosys 0.63+post, stock flow scripts
make -C /OpenROAD-flow-scripts/flow DESIGN_CONFIG=/design/flow/config.mk WORK_HOME=/design/flow/orfs finish
--- config.mk ---
export PLATFORM = sky130hd
export DESIGN_NAME = zigzag
export DESIGN_NICKNAME = zigzag
export VERILOG_FILES = /design/flow/design.v
export SDC_FILE = /design/flow/constraint.sdc
export NUM_CORES = 4
export LEC_CHECK = 1
export CORE_UTILIZATION = 30
export SYNTH_MEMORY_MAX_BITS = 65536
--- constraint.sdc ---
current_design zigzag

set clk_period 48.9
set clk_io_pct 0.2

create_clock -name clk0 -period $clk_period [get_ports {clk}]

set non_clock_inputs [all_inputs -no_clocks]
set_input_delay [expr $clk_period * $clk_io_pct] -clock clk0 $non_clock_inputs
set_output_delay [expr $clk_period * $clk_io_pct] -clock clk0 [all_outputs]
==> deck_impl_summary.md <==
Synthesis and Place & Route Summary

Outcome
  – Status: complete, no violations

Placed design
  – Hpwl dp: 452.3 mm
  – Port bufs: 87
  – GP Congestion: 0.9999

Die
  – Site Rows: 310
  – Chip area: 718,700 µm²
  – Fp util: 30.12%
  – I/O pins: 88
  – Die Ht: 847.8 µm
  – Core Box Area: 712,500 µm²
  – Die X: 847.8 µm

Detailed routing
  – Final WL: 726.8 mm
  – Routed len/inst: 29.77 µm
  – Initial drt markers: 10,110
  – Vias per cell: 5.227
  – ANT nets after route: 0
  – Drt pass-1 iters: 9
  – DR DRC count: 0
  – DR vias: 127,600

Global routing
  – Grt ovf: 0
  – Busiest grt layer: met2
  – Met1 usage: 22.33%
  – First-pass GRT wire length: 1012 mm
  – Total Routing Usage GR: 21.28%
  – Largest net degree at the start of global routing: 120
  – Grt met3 use: 17.68%
  – Vias in the first global route: 130,400
  – Antenna violations before repair: 103
  – GR Util met2: 30.36%

Logic synthesis
  – YS chip area: 214,600 µm²
  – Area leader, netlist: edfxtp_1
  – Synth Seq Share: 76.21%
  – Asr flop ratio synth: 0.3104%
  – Ys Warns: 2
  – Post-synth regs: 5,477
  – Most frequent cell after synthesis: edfxtp_1
  – Number of cells in Yosys stat: 13,910
  – Mean post-synth cell area: 15.43 µm²
  – Netlist cell types: 93
  – Syn Inst Count: 13,910
  – Area of the mapped netlist: 214,600 µm²
  – Largest cells by area after synthesis: edfxtp_1 (75%), mux2i_1 (4.9%), nand2_1 (4.7%)
  – Top cell area share: 75.23%
  – EDFF count, synth: 5,376
  – Ys flop type: edfxtp_1
  – Synth top cells by count: edfxtp_1 (5,376), nand2_1 (2,663), nand3_1 (1,224)

Critical path
  – Setup crit start: block_buf_sel_d
  – Crit path arrival time: 3.49 ns
  – Critical path capture point type: output port
  – Worst endpoint required time: 39.12 ns
  – Worst-path maximum fanout: 30
  – Crit Reg-Reg Startpoint: block_buf_rd_cnt[0]
  – CP Launch Type: flop
  – Worst Setup Path Type: flop to output port

STA
  – Max-slew violation count: 0
  – Hold Fails Final Rpt: 0
  – Max frequency: 0.07536 GHz
  – Worst clock skew: 0.2576 ns
  – Final setup violation count: 0
  – Slew @ Worst Pin: 1.324 ns
  – Tcrit/Tclk final: 27.14%
  – RSZ-0062 raised after global routing: false
  – Max transition margin: 11.12%
  – Final min period: 13.27 ns
  – Setup_tns: 0 ns

Clocking
  – Clock root buffer: clkbuf_16
  – Late-Pin Clk Latency: 1.15 ns
  – # Post-CTS Setup Buffers: 0
  – Reg clk slew, reported paths: 0.06 ns
  – Cts hold-fix bufs: 0
  – CTS tree: yes
  – Num CTS Buffers: 576
  – Sink Count: 5,477
  – Post-CTS sizing: 0
  – H-tree Lvls: 6
  – CTS max path bufs: 4

Final layout
  – Register area: 163,500 µm²
  – Post-layout util: 34.86%
  – Ratio of cells with drive above 1 in the final layout: 13.15%
  – Syn-to-layout area delta: 15.74%
  – Fillers: 66,260
  – Logic area: 48,270 µm²

Run
  – Max-cap violations: 0
  – Log Warnings: 58

Power and ir drop
  – Worst IR Drop VDD: 0.06034 mV
  – Leakage: 83.69 nW
  – PwrDens: 55.06 nW/µm²

Min path
  – Hold crit path type: flop to flop
  – Hold Startpoint: block_buf0_rd
[final cells by class]
| type | instances | area share [%] |
|---|---|---|
| sequential | 5477 | 65.85 |
| multi-input combinational | 7505 | 19.43 |
| clock buffer | 723 | 6.083 |
| tap | 9516 | 4.794 |
| timing repair buffer | 793 | 2.522 |
| clock inverter | 279 | 1.192 |
| antenna | 113 | 0.1138 |
| inverter | 11 | 0.01662 |
[flip-flops by register name, summed over array words and instances, names as in the netlist]
name / flops
zigzag_buf_u1.mem: 2688
block_buf0_rd: 1
block_buf_sel_d: 1
block_buf_wr_cnt: 6
block_buf1_rd: 1
zigzag_buf_u0.dout: 42
block_buf_sel: 1
zigzag_buf_u1.dout: 42
block_buf_rd_cnt: 6
zigzag_buf_u0.mem: 2688
block_buf_rd_d: 1
[layer usage]
layer / vias up / part of all wire [%]
met4: 102 / 6.1
met2: 8258 / 44
li1: 54940 / -
met1: 62720 / 31
met5: - / 0.17
met3: 1606 / 19
[logic make-up (layout without fill, tap and decap cells)]
kind of cell             Yosys count  after routing  synth area share (%)
XOR/XNOR                          11             11               0.04490
other                              0            113                     0
adder cells (fa/ha/maj)           16             16               0.09328
multiplexers                    1283           1283                 6.590
AND/OR/NAND/NOR                 4784           4784                 9.986
flip-flops                      5477           5477                 76.21
AND-OR/OR-AND                   1411           1411                 5.107
buffers and inverters            926           1806                 1.972
[path summary, 6_finish.rpt]
path,to,slack [ns],cells past startpoint
min in group asynchronous,block_buf_rd_d,9.02,2
worst min-delay path,block_buf0_rd,0.50,2
worst max register to register,zigzag_buf_u0.dout[4],40.02,18
worst min register to register,block_buf0_rd,0.50,2
max in group asynchronous,block_buf_rd_cnt[2],39.56,2
worst max-delay path,zigzag_data[4],35.63,4
[power by group]
| part | internal, mW | total, mW | switching (mW) |
|---|---|---|---|
| Sequential | 5.29 | 5.33 | 0.0346 |
| Clock | 2.32 | 4.20 | 1.88 |
| Combinational | 1.15 | 4.15 | 3.00 |
[through the flow]
| step | instance area, µm² | total power, mW | std cells | setup WS, ns | hold WS [ns] |
|---|---|---|---|---|---|
| 3_5_place_dp | 230000 | 9.530 | 23300 | 35.50 | 0.4900 |
| 5_1_grt | 248200 | 14.16 | 24340 | 35.48 | 0.5426 |
| 2_1_floorplan | 214600 | 7.434 | 13910 | 36.15 | 0.3853 |
| 3_3_place_gp | 230000 | 9.524 | 23300 | 35.44 | 0.5325 |
| 6_report | 248400 | 13.68 | 24420 | 35.63 | 0.5047 |
| 4_1_cts | 248100 | 13.70 | 24300 | 35.54 | 0.5058 |
[critical path, stage by stage, from the launching register on]
cell	delay (ns)
dfrtp_2	0.65
buf_4	0.39
buf_4	0.43
mux2_2	0.40
clkdlybuf4s50_1	0.44
[cell usage in the layout (no fill, tap or decap), drive strengths merged, types with 32 or more instances in the layout]
cell and count:
edfxtp 5376, nand2 2664, nand3 1225, mux2i 1054, buf 748, clkbuf 723, and3 373, a211oi 270
clkinv 235, nor2 197, o32ai 196, mux2 139, o22ai 118, a311oi 117, a2111oi 117, diode 113
a21oi 111, a31oi 108, mux4 90, or4 84, dfxtp 84, nand4 75, o21ai 67, nor4 49
clkdlybuf4s50 45, a32oi 42, a221oi 37, o32a 32
No activity file was given, so power comes from the tool's default toggle rates.
